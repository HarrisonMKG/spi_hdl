File: design/flow/config.mk
export PLATFORM = sky130hd
export DESIGN_NAME = spi_drv
export DESIGN_NICKNAME = spi_drv
export VERILOG_FILES = /design/flow/design.v
export SDC_FILE = /design/flow/constraint.sdc
export NUM_CORES = 4
export LEC_CHECK = 1
export CORE_AREA = 10 10 70 70
export DIE_AREA = 0 0 80 80
File: design/flow/constraint.sdc
current_design spi_drv

set clk_period 1.6
set clk_io_pct 0.2

create_clock -name clk0 -period $clk_period [get_ports {clk}]

set non_clock_inputs [all_inputs -no_clocks]
set_input_delay [expr $clk_period * $clk_io_pct] -clock clk0 $non_clock_inputs
set_output_delay [expr $clk_period * $clk_io_pct] -clock clk0 [all_outputs]
File: design/flow/design.v
module spi_drv #(
    parameter integer               CLK_DIVIDE  = 100,  
    parameter integer               SPI_MAXLEN  = 32    
) (
    input                           clk,
    input                           sresetn,         
    input                           start_cmd,      
    output                          spi_drv_rdy,    
    input  [$clog2(SPI_MAXLEN):0]   n_clks,         
    input  [SPI_MAXLEN-1:0]         tx_data,        
    output [SPI_MAXLEN-1:0]         rx_miso,        
    output                          SCLK,           
    output                          MOSI,           
    input                           MISO,           
    output                          SS_N            
);
reg[6:0] clk_div_counter = 0;
wire count_reached;
reg r_spi_drv_rdy, r_sclk, r_SS_N;
reg[SPI_MAXLEN-1:0] r_tx_data, r_rx_miso;
reg[4:0] bits_transfered;  
assign MOSI = r_tx_data[SPI_MAXLEN-1];
wire first_transfer;
assign SCLK = r_sclk;
assign SS_N = r_SS_N;
assign spi_drv_rdy = r_spi_drv_rdy;
assign count_reached = ((CLK_DIVIDE - 1) == clk_div_counter);
assign first_transfer = (bits_transfered == 0);
assign rx_miso = r_rx_miso;
always@ (posedge(r_sclk))
begin
    if(start_cmd)
    begin
        r_spi_drv_rdy <= 0;
        r_SS_N <= 0;
        r_tx_data <= tx_data << (SPI_MAXLEN - n_clks);  
    end
end
always@ (posedge(clk))
begin
    if(!sresetn) 
    begin
        r_spi_drv_rdy <= 1;
        r_SS_N <= 1;
        r_tx_data <= 0;
        r_rx_miso <= 0;
        r_sclk <= 0; 
        clk_div_counter <= 0;
        bits_transfered <=0;
    end
    else if(count_reached) 
    begin
        clk_div_counter <= 0;
        r_sclk <= !SCLK;
    end 
    else 
    begin
        clk_div_counter <= clk_div_counter + 1;
    end 
end
assign transfer_complete = (bits_transfered == n_clks);
always@(negedge(r_sclk))
    if(!spi_drv_rdy)
        begin
            if(first_transfer)
            begin
                bits_transfered <= bits_transfered + 1;
            end
            else
            begin
                bits_transfered <= bits_transfered + 1;
                r_tx_data <= {r_tx_data[SPI_MAXLEN-2:0],1'b0};  
            end
        end
always@(posedge(r_sclk))
    if(!r_spi_drv_rdy)
        begin
            r_rx_miso <= {r_rx_miso[SPI_MAXLEN-2:0],MISO}; 
        if (transfer_complete)
            begin
                bits_transfered <=0;
                r_spi_drv_rdy <= 1;
                r_SS_N <= 1;
            end
        end
endmodule
File: design/flow/run.sh
#!/bin/bash
# OpenROAD 26Q1-2900-gdf79404cd8, Yosys 0.63+post, stock flow scripts
make -C /OpenROAD-flow-scripts/flow DESIGN_CONFIG=/design/flow/config.mk WORK_HOME=/design/flow/orfs finish
==> Slide: Implementation Results <==
Key Metrics from the Run

Detailed routing
  • Antenna cells: 0
  • Drt wl/cell: 7.95 um
  • WL met2: 409 um
  • Final WL: 978 um
  • Initial drt markers: 22
  • WL met1: 481 um
  • Wire length on met3: 79 um
  • Vias per Instance: 2.72
  • Vias: 335
  • Antenna Nets Post-Route: 0
  • 1st-pass router iterations: 2
  • Top sig layer: met4
  • DRC: 0

Yosys
  • Synth Seq Share: 25.8%
  • EDFF count, synth: 0
  • Async S/R FF share, synth: 0%
  • Area leader share: 42.3%
  • Top cells, area: buf_4 42%, dfxtp_1 26%, nand4bb_4 4.4%
  • Syn avg cell area: 8.52 um^2
  • Synth Flop Type: dfxtp_1
  • Cells in synth_stat.txt: 73
  • Seq cells post-synth: 8
  • Area reported by Yosys stat: 622 um^2
  • Synth Instances: 73
  • Biggest area consumer among synthesized cells: buf_4
  • Yosys cell types: 20
  • Synth warn: 108
  • Synth top cells by count: 35 x buf_4, 8 x dfxtp_1, 5 x nor2_1
  • Yosys top cell by instances: buf_4
  • Netlist Area Pre-Place: 622 um^2

STA
  • Final Critical Period: 1.37 ns
  • Final setup fails: 0
  • RSZ-0062 raised after global routing: false
  • Hold Slack: 0.449 ns
  • Final slew viol count: 0
  • Crit share post-route: 85.8%
  • Final Hold Viols: 0
  • FMAX: 728 MHz
  • Setup ws final: 0.227 ns
  • Final TNS setup: 0 ns
  • Clk_skew: 0.00726 ns

Flow run
  • Max-cap check violation count: 0
  • OpenROAD warning count: 65

Setup path
  • Buf/Inv on CP: 1
  • CP endpoint kind: primary output
  • CP arrival: 1.05 ns
  • Reg2Reg Depth: 4
  • CP startpoint kind: flop
  • R2r setup slk: 0.28 ns
  • Critical-path cell list: clkdlybuf4s50_1
  • CP Class: flop to primary output
  • Worst Path Max Fanout: 3
  • RR Endpoint: r_sclk
  • FF-to-FF Start: clk_div_counter[0]
  • Slowest cell delay on critical path: 0.47 ns
  • Slowest cell on the critical path: clkdlybuf4s50_1
  • Critical Path RT: 1.28 ns
  • Top Family by Delay on Critical Path: buffers and inverters

Pwr
  • Power per Cell Area: 658 nW/um^2
  • Worst VDD drop: 0.127 mV
  • Clock network power share: 38.6%
  • Switch Pwr: 0.0850 mW
  • Internal: 0.304 mW
  • Combinational power share: 7.0%
  • Final Power: 0.389 mW
  • Sw Ratio: 21.9%
  • Leakage power: 0.248 nW
  • Sequential share of power: 54.4%

Finish
  • Area delta synth->final: -5.03%
  • Design Area, Final: 591 um^2
  • Fraction of layout cells with a size suffix above 1: 9.09%

Clock tree
  • Postcts setup bufs: 0
  • Post-CTS sizing: 0
  • Clk latency of the worst-skew pair: 0.25 ns
  • Clk slew on worst S/H paths: 0.05 ns
  • Root Driver: clkbuf_4
  • H-tree depth: 1
  • TritonCTS sink count: 8
  • Clock Path Buffers: 2
  • # hold bufs at CTS: 0
  • Number of CTS-inserted buffers: 3
  • Clock tree from TritonCTS: done

Die
  • Starting Density: 18.2%
  • FP Rows: 21
  • Core area: 3420 um^2
  • DIE HEIGHT: 80 um
  • Area of the die: 6400 um^2
  • Die X: 80 um
  • Ports: 78

GRT
  • Vias in the first global route: 365
  • Initial antenna violation count: 0
  • First-pass GRT wire length: 1510 um
  • GR Util All Layers: 2.79%
  • Gr ovfl total: 0
  • Pin count of the biggest net entering global routing: 7

Placed design
  • GPL Wtd Cong: 0.727
  • Port bufs: 2
  • Post-DP Area: 568 um^2
  • Dpl ws: 0.307 ns
  • Dpl hpwl: 834 um

Min path
  • Worst hold path type: flop to flop
  • Hold EP: clk_div_counter[0]
  • WHS Path Cells: 1
  • Worst Hold Launch: clk_div_counter[0]

Status
  • Status: completed
[how the worst max path moves through the flow]
| stage | end | cells past startpoint | from |
|---|---|---|---|
| 5_1_grt | r_sclk | 4 | clk_div_counter[0] |
| 6_report | SCLK | 1 | r_sclk |
| 4_1_cts | SCLK | 1 | r_sclk |
[layout by cell type (no fill, tap or decap), types with 2 or more instances in the layout]
master and n:
conb_1 35, dfxtp_1 8, nor2_1 5, o21ai_0 3
clkbuf_4 3, nand3_1 2, nand2_1 2, or3_1 2
inv_1 2, xor2_1 2, clkdlybuf4s50_1 2
[logic make-up after synthesis]
group	count (synthesis)	share of synthesized area, %
other	2	1.21
and+or+nand+nor	14	15.5
adders and majority gates	1	2.01
xor gates and xnor gates	3	4.23
buffers and inverters	37	43.5
AOI/OAI and AO/OA	8	7.85
DFF	8	25.8
[sequential cells by signal (all words and copies together), names as in the netlist]
register	count
clk_div_counter	7
r_sclk	1
[cell type report]
cell class                 count  area, um^2
inverter                       2        7.51
fill                         387        2830
sequential                     8         160
multi-input combinational     61         315
clock buffer                   3        22.5
timing repair buffer           3        27.5
tap                           46        57.6
[power groups by stage]
| stage | clock network, mW | registers (mW) | logic, mW |
|---|---|---|---|
| final | 0.150 | 0.211 | 0.0274 |
| after global routing | 0.176 | 0.212 | 0.0356 |
| after CTS | 0.161 | 0.211 | 0.0305 |
[layer usage]
metal,track usage [%],vias to the layer above
met2,3.85,23
li1,-,175
met1,3.77,135
met4,0.352,0
met3,1.59,2
met5,0,-
[through the flow]
step           instances  util (%)
5_1_grt              123      17.3
6_report             123      17.3
4_1_cts              123      17.3
3_5_place_dp         120      16.6
2_1_floorplan        106         -
3_3_place_gp         120      16.6
Power and IR drop assume default switching activity.
